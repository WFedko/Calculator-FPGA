==> /design/flow/design.v <==
`timescale 1ns / 1ps
module debouncer(input clk,
                input [3:0] PB,
                output reg [3:0] BUTTONS);
reg [3:0] pb_sync;
reg [16:0] cnt;
always @(posedge clk)
    pb_sync<=PB;
wire cnt_max=&cnt;
always @(posedge clk)
    if(pb_sync==BUTTONS) cnt<=0;
    else
    begin
    cnt<=cnt+1;
    if(cnt_max) BUTTONS<=pb_sync;
    end
endmodule
==> /design/flow/run.sh <==
#!/bin/bash
# OpenROAD 26Q1-2900-gdf79404cd8, Yosys 0.63+post, stock flow scripts
make -C /OpenROAD-flow-scripts/flow DESIGN_CONFIG=/design/flow/config.mk WORK_HOME=/design/flow/orfs finish
==> /design/flow/config.mk <==
export PLATFORM = sky130hd
export DESIGN_NAME = debouncer
export DESIGN_NICKNAME = debouncer
export VERILOG_FILES = /design/flow/design.v
export SDC_FILE = /design/flow/constraint.sdc
export NUM_CORES = 4
export LEC_CHECK = 1
export CORE_AREA = 10 10 105 105
export DIE_AREA = 0 0 115 115
==> /design/flow/constraint.sdc <==
current_design debouncer

set clk_period 3.8
set clk_io_pct 0.2

create_clock -name clk0 -period $clk_period [get_ports {clk}]

set non_clock_inputs [all_inputs -no_clocks]
set_input_delay [expr $clk_period * $clk_io_pct] -clock clk0 $non_clock_inputs
set_output_delay [expr $clk_period * $clk_io_pct] -clock clk0 [all_outputs]
==> run notes <==
Notes from the flow run.

Yosys:
- The run gives the flop and latch count out of synthesis as 25.
- The run gives the main flop type after synthesis as sky130_fd_sc_hd__dfxtp_1.
- The run gives the summed standard-cell area reported by yosys as ~980 µm².
- The synthesized design spends more area on one cell type than any other, namely sky130_fd_sc_hd__dfxtp_1.
- The run gives the count of instantiated cells in the yosys netlist as 98.
- The synthesis report gives the async set-or-reset register share as 0%.
- Yosys attributes the largest share of cell area to sky130_fd_sc_hd__dfxtp_1, sky130_fd_sc_hd__edfxtp_1, sky130_fd_sc_hd__xnor2_1.
- The run gives the mean instance size in the synthesized netlist as 10.0 µm².
- The run puts the post-synthesis cell count at between 90 and 100.
- The run gives the post-synthesis cell type count as 25.
- The run puts the portion of synthesized cell area occupied by the leading cell type at 42.7%.
- The run puts the count of warnings emitted by yosys at 1.
- The run gives the count of flip-flops with a built-in enable after synthesis as 4.
- The run gives the synthesized area as 985 µm².
- The run gives the sequential fraction of the synthesis area as 54.9%.

Final timing:
- Final hold analysis gives a worst-case slack of 0.466 ns.
- The run puts the relative max-transition margin at 47.4%.
- The final layout reports a setup TNS of 0 ns.
- The run gives the transition at the pin with the smallest max-transition slack as 0.778 ns.
- Per the final timing report, the hold violations number 0.
- Setup repair after global routing left no endpoint under its margin.
- The run gives the final critical-path required period as 2.22 ns.
- Static timing analysis puts the maximum clock frequency at 450 MHz.
- The final critical path takes up 58.5% of the cycle.
- The run puts the largest clock skew in the final design at 0.00456 ns.
- The end-of-flow timing check tallies setup violations at 0.
- Per the final report, max-transition violations number 0.

Global route:
- The run gives the via count of the first global-routing pass as 639.
- The global route stage reports its total congestion overflow as 0.
- The initial antenna violation count was 0.
- The run puts the maximum number of pins on one net before global-route repair at 20.
- The run puts the global-route total usage across every layer at 2.63%.
- The run gives the first-pass GRT wire length as 2890 µm.

Clock tree:
- TritonCTS built the clock tree.
- The run gives the post-cts hold-fix buffer tally as 0.
- Looking at the worst setup and hold paths, the clock pins of their registers show a slew of ~0.090 ns.
- The run gives the post-cts repair resize count as 0.
- The run gives the count of clock tree sinks as 25.
- The run gives the master cell of the clock root buffer as sky130_fd_sc_hd__clkbuf_8.
- The run puts the clock tree buffer depth at 2.
- The run gives the clock network latency to the later pin of the worst-skew pair as 0.26 ns.
- The run gives the number of post-CTS setup repair buffers as 0.
- The run gives the maximum level of the CTS H-tree as 1.
- The run gives the total clock buffers created by CTS as 3.

Worst setup path:
- The run gives the delay of the slowest cell on the worst path as between 0.7 and 0.8 ns.
- The run gives the start-to-end type of the worst setup path as flop to flop.
- The run gives the sort of element at the end of the critical path as a flop.
- The run puts the arrival time at the worst endpoint at 2.13 ns.
- The run gives the sort of element at the start of the critical path as a flop.
- Traced cell by cell, the critical path runs through nand3_1, or3_1, nor4b_1.
- The run gives the largest fanout of any net on the critical path as 9.
- The run gives the slowest library cell on the worst path as sky130_fd_sc_hd__nor4b_1.
- The run puts the required time of the worst setup path at 3.70 ns.

Floorplan:
- The run puts the x dimension of the die at 115 µm.
- The run gives the floorplan core density as 11.2%.
- The run puts the area of the die at roughly 0.013 mm².
- The run puts the number of I/O pins at 9.
- The run puts the number of standard-cell rows in the floorplan at 34.
- The run gives the core area as 0.00876 mm².
- From bottom edge to top edge, the die measures 115 µm.

Cells and area:
- The run gives the share of post-route cells with drive strength above 1 as 7.27%.
- The run puts the register area at 541 µm².
- The run puts the count of fill cells added during filler insertion at 976.
- The run puts the final design utilization at 14.3%.
- The finished cells cover 0.00125 mm².
- By instance count after routing, the leading logic cell types are sky130_fd_sc_hd__dfxtp_1, sky130_fd_sc_hd__nor2_1, sky130_fd_sc_hd__xnor2_1, sky130_fd_sc_hd__clkdlybuf4s50_1.
- The flow measured a signed area growth from synthesis to layout of 27.2%.
- Counting only logic cells after layout, the most numerous master is sky130_fd_sc_hd__dfxtp_1.
- The multi-input combinational cells in the finished layout cover a total of 425 µm².

Pwr:
- The run puts the power density normalized to cell area at 462 mW/mm².
- The run gives the maximum VDD drop as 0.166 mV.
- The script extracted a total leakage power of between 0.3 and 0.4 nW.

Run status:
- The run finished with clean final reports.

Job:
- The run puts the number of logged tool warnings at 25.
- The run gives the number of maximum-capacitance violations as 0.

Place:
- The run puts the detailed-placement wirelength estimate at 1260 µm.
- The run puts the placed cell area at 0.00120 mm².
- Port buffering added 8 buffers.
- The run puts the final weighted congestion in routability-driven placement at 0.758.

Drt:
- The run gives the detailed-route wire length as 1730 µm.
- The run gives the detailed-route DRC error count as 0.
- Per the post-route antenna check, the number of violating nets is 0.
- The run gives the number of detailed-routing iterations run before antenna repair as 4.
- The run gives the number of vias per cell as 3.15.
- The run gives the overall via count from detail_route as 687.
- After the first detailed-routing iteration, the DRC count stood at 19.
- The run puts the routed wire length per instance at 7.93 µm.
- The run puts the antenna diode count at 0.

Worst hold path:
- The tightest min-delay check is of the flop to flop type.
[registers in the layout, summed over array words and instances (netlist names)]
signal,count
BUTTONS,4
cnt,17
pb_sync,4
[per-stage QoR]
stage | total power [W] | setup WS, ns | std cells
after detailed placement | 0.000427 | 1.60 | 214
after floorplan | 0.000405 | 1.82 | 98
after global routing | 0.000613 | 1.43 | 218
final | 0.000578 | 1.58 | 218
after CTS | 0.000588 | 1.56 | 218
after global placement | 0.000425 | 1.65 | 214
[path summary, 6_finish.rpt]
path	from	endpoint	slack, ns	depth (start not counted)
max	cnt[2]$_SDFF_PP0_	BUTTONS[0]$_DFFE_PP_	1.58	3
min	pb_sync[2]$_DFF_P_	BUTTONS[2]$_DFFE_PP_	0.47	0
min reg2reg	pb_sync[2]$_DFF_P_	BUTTONS[2]$_DFFE_PP_	0.47	0
max reg2reg	cnt[2]$_SDFF_PP0_	BUTTONS[0]$_DFFE_PP_	1.58	3
[worst max-delay path: cells and delay by family, from the launching register on]
kind / cells / cell delay, ns
simple gates: 3 / 1.45
flops: 1 / 0.41
[cells by family after synthesis]
| logic type | share of synthesized area (%) |
|---|---|
| simple gates | 23.5 |
| flops | 54.9 |
| fa+ha+maj | 1.27 |
| compound gates | 5.97 |
| buf+inv | 1.91 |
| xor+xnor | 12.5 |
[layout make-up]
class,instances,share of cell area [%]
multi-input combinational,68,34.0
clock buffer,3,3.30
sequential,25,43.2
inverter,4,1.20
tap,108,10.8
timing repair buffer,9,6.99
clock inverter,1,0.599
[cells in the mapped netlist (2+ instances only)]
cell and count:
sky130_fd_sc_hd__a21oi_1 4, sky130_fd_sc_hd__dfxtp_1 21, sky130_fd_sc_hd__edfxtp_1 4, sky130_fd_sc_hd__inv_1 4, sky130_fd_sc_hd__nand2_1 5, sky130_fd_sc_hd__nand3_1 6, sky130_fd_sc_hd__nand4_1 2, sky130_fd_sc_hd__nor2_1 13
sky130_fd_sc_hd__nor3_1 5, sky130_fd_sc_hd__nor4_1 2, sky130_fd_sc_hd__o21ai_0 3, sky130_fd_sc_hd__or3_1 4, sky130_fd_sc_hd__xnor2_1 8, sky130_fd_sc_hd__xor2_1 6
[layer usage]
metal | routed length (µm) | up-vias | track usage (%)
li1 | - | 368 | -
met1 | 871 | 307 | 3.48
met2 | 711 | 12 | 3.75
met3 | 147 | 0 | 1.64
met4 | 0 | 0 | 0.165
met5 | 0 | - | 0
[power by group]
part	total [W]	switching (W)	leakage [nW]	internal (W)
Combinational	0.0000756	0.0000366	0.154	0.0000390
Sequential	0.000348	0.0000401	0.209	0.000307
Clock	0.000155	0.0000812	0.0217	0.0000741
Power and IR drop assume default switching activity.
