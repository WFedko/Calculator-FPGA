## flow/config.mk

```make
export PLATFORM = sky130hd
export DESIGN_NAME = keypad
export DESIGN_NICKNAME = keypad
export VERILOG_FILES = /design/flow/design.v
export SDC_FILE = /design/flow/constraint.sdc
export NUM_CORES = 4
export LEC_CHECK = 1
export CORE_AREA = 10 10 95 95
export DIE_AREA = 0 0 105 105
```

## flow/constraint.sdc

```tcl
current_design keypad

set clk_period 2.9
set clk_io_pct 0.2

create_clock -name clk0 -period $clk_period [get_ports {CLK2MHZ}]

set non_clock_inputs [all_inputs -no_clocks]
set_input_delay [expr $clk_period * $clk_io_pct] -clock clk0 $non_clock_inputs
set_output_delay [expr $clk_period * $clk_io_pct] -clock clk0 [all_outputs]
```

## flow/design.v

```verilog
`timescale 1ns / 1ps
module keypad(
    input CLK2MHZ,
    input [3:0] row,
    output reg [3:0] col,
    output reg [3:0] key
);
parameter S_RELEASED = 1'd0, S_PRESSED = 1'd1;
reg state;
reg[17:0] counter = 0;
reg[1:0] reset_col = 0;
parameter change_col = 10;
always @(posedge CLK2MHZ)
    if (counter == 99_999) 
        begin
            counter <= 0;
            reset_col <= reset_col + 1;
        end
    else
        counter <= counter + 1;
always @(posedge CLK2MHZ)
    begin
        case(state)
            S_RELEASED: 
                begin
                    case(reset_col)
                    2'b00 :	
                        begin
                        col = 4'b0111;
                        if (counter == change_col)
                            case(row)
                                4'b0111 : begin key <= 4'b0001; state <= S_PRESSED; end	 
                                4'b1011 : begin key <= 4'b0100; state <= S_PRESSED; end	 
                                4'b1101 : begin key <= 4'b0111; state <= S_PRESSED; end	 
                                4'b1110 : begin key <= 4'b1111; state <= S_PRESSED; end	 
                                default : begin key <= 4'b1101; state <= S_RELEASED; end
                            endcase
                        end
                    2'b01 :	
                        begin
                        col = 4'b1011;
                        if (counter == change_col)
                            case(row)
                                4'b0111 : begin key <= 4'b0010; state <= S_PRESSED; end	 
                                4'b1011 : begin key <= 4'b0101; state <= S_PRESSED; end	 
                                4'b1101 : begin key <= 4'b1000; state <= S_PRESSED; end	 
                                4'b1110 : begin key <= 4'b0000; state <= S_PRESSED; end	 
                                default : begin key <= 4'b1101; state <= S_RELEASED; end
                            endcase
                        end
                    2'b10 :	
                        begin       
                        col = 4'b1101;
                        if (counter == change_col)
                            case(row)
                                4'b0111 : begin key <= 4'b0011; state <= S_PRESSED; end	 
                                4'b1011 : begin key <= 4'b0110; state <= S_PRESSED; end	 
                                4'b1101 : begin key <= 4'b1001; state <= S_PRESSED; end	 
                                4'b1110 : begin key <= 4'b1101; state <= S_RELEASED; end  
                                default : begin key <= 4'b1101; state <= S_RELEASED; end	    
                            endcase
                        end
                    2'b11 :	
                        begin
                        col = 4'b1110;
                        if (counter == change_col)
                            case(row)
                                4'b0111 : begin key <= 4'b1010; state <= S_PRESSED; end	 
                                4'b1011 : begin key <= 4'b1011; state <= S_PRESSED; end	 
                                4'b1101 : begin key <= 4'b1100; state <= S_PRESSED; end	 
                                4'b1110 : begin key <= 4'b1101; state <= S_RELEASED; end  
                                default : begin key <= 4'b1101; state <= S_RELEASED; end
                            endcase
                        end
                    endcase
                    end
            S_PRESSED : 
                begin 
                    state <= (row == 4'b1111)?S_RELEASED:S_PRESSED; 
                end
        endcase
    end
endmodule
```

## flow/run.sh

```bash
#!/bin/bash
# OpenROAD 26Q1-2900-gdf79404cd8, Yosys 0.63+post, stock flow scripts
make -C /OpenROAD-flow-scripts/flow DESIGN_CONFIG=/design/flow/config.mk WORK_HOME=/design/flow/orfs finish
```

==> qor.yml <==
status: "finished, final reports clean"
swShare_pct: 21.1
grt_pass1_wl_um: 4840
p_int_w: 0.000598
cts_hold_buf: 0
place_area_um2: 1740
dieArea_um2: 11000
clockBufferDepth: 2
power_frac_seq_pct: 55.2
vias: 1129
dp_slack_ps: 613
ys.flops: 29
irDropWorstVdd_mv: 0.169
reg2reg_to: "key[2]$_DFFE_PP_"
setup_ws_ps: 785
fin_hold_ws_ps: 482
antenna_found_initial: 0
wirelength_um: 2720
core_area_um2: 6910
postRouteAntennaNets: 0
ys_area_um2: 1510
ys_sh_xor_pct: 11.0
drt_iter0_drc: 85
drv_cap: 0
rows: 30
drive_gt1_share_pct: 9.88
fp.dieH_um: 105
rrSetupSlack_ps: 790
grt_pass1_vias: 1064
rr_startpoint: "reset_col[0]$_DFFE_PN_"
async_flop_share_pct: 0
place_hpwl_um: 1960
drc: 0
fill_cells: 735
fmax_mhz: 473
die_x_um: 105
htree_num_levels: 2
postCtsSetupBuffers: 0
io_pins: 13
synth_area_per_cell_um2: 9.79
wl_per_cell_um: 10.2
postCtsResizedCells: 0
final_cell_area_um2: 1830
warnings: 32
fp_util_pct: 21.8
grt_usage_pct: 5.01
topCombFamilyByArea: "simple AND/OR/NAND/NOR gates"
cp-end-kind: "flip-flop"
drv_slew: 0
power.density_nw_per_um2: 415
worstMarginPinSlew_ps: 745
port_buffers: 12
report.final.hold_viol_count: 0
cp_data_arrival_time_ps: 2020
mux_area_share_pct: 0
fin_crit_ps: 2110
syn2layout_area_growth_pct: 21.1
synth-simple-area-share_pct: 24.1
netlist_instances: 154
rsz0062_at_grt: "false"
min_to: "counter[17]$_SDFF_PN0_"
hp-class: "reg -> reg"
maxSlewHeadroom_pct: 50.0
ys_seq_share_pct: 45.1
fa_ha_area_share_pct: 7.47
skew_ps: 5.40
numCtsBuffers: 5
clock_latency_ps: 280
fin_crit_sh_pct: 72.9
cp_max_fo: 8
root_buffer: "clkbuf_8"
cts.sinks: 29
leakage_nw: 0.666
synth.distinct_cells: 35
antenna-diode-count: 0
p_clk_share_pct: 41.0
fin_setup_tns_ps: 0
rr_worst_depth: 4
crit_type: "reg -> reg"
min_from: "counter[17]$_SDFF_PN0_"
p_switching_w: 0.000160
routabilityCongestion: 0.881
p_comb_share_pct: 3.8
drt-pass1-iter-count: 4
flop_cell: "dfxtp_1"
setup-violations-final: 0
clk_pin_slew_ps: 60
synth_warnings: 1
grt_max_degree: 14
yosys.area_share.aoi_pct: 8.63
synth.yosys.num_cells: 154
overflow: 0
hold_depth: 1
synth.cell_area_um2: 1510
crit_path_start_kind: "flip-flop"
synth-edff-count: 10
viasPerCell: 4.21
cts_tree: "yes"
cp.required_ps: 2810
==> Yosys cell counts, types with 2 or more instances <==
cell type | number | area (µm²)
nor2_2 | 2 | 12.5
a21oi_1 | 3 | 15.0
nor3_1 | 2 | 10.0
nand3_1 | 10 | 50.1
xor2_1 | 8 | 70.1
xnor2_1 | 11 | 96.3
o21ai_0 | 6 | 30.0
nor4_1 | 4 | 25.0
dfxtp_1 | 19 | 380
nand2b_1 | 3 | 18.8
nand2_1 | 8 | 30.0
clkbuf_1 | 2 | 7.51
nand4_1 | 6 | 37.5
edfxtp_1 | 10 | 300
a31o_2 | 2 | 17.5
nor2_1 | 19 | 71.3
nand4_2 | 2 | 25.0
inv_1 | 11 | 41.3
ha_1 | 9 | 113
nand3b_1 | 2 | 15.0
==> cells in the final DEF (no fill, tap or decap), types with 2 or more instances in the layout <==
cell / instances
a21oi_1: 3
inv_1: 11
edfxtp_1: 10
clkdlybuf4s50_1: 12
a31o_2: 2
nor4_1: 4
nand3_1: 10
nor3_1: 2
xnor2_1: 11
o21ai_0: 6
nor2_2: 2
xor2_1: 8
nand4_1: 6
nand3b_1: 2
dfxtp_1: 19
ha_1: 9
nand4_2: 2
clkbuf_8: 5
nor2_1: 19
clkinv_2: 2
nand2b_1: 3
nand2_1: 8
==> final cells by class <==
| cell class | count | area (µm²) | share of cell area (%) |
|---|---|---|---|
| Sequential cell | 29 | 681 | 37.3 |
| Tap cell | 96 | 120 | 6.58 |
| Timing Repair Buffer | 13 | 128 | 6.99 |
| Inverter | 11 | 41.3 | 2.26 |
| Clock inverter | 2 | 10.0 | 0.548 |
| Multi-Input combinational cell | 111 | 773 | 42.4 |
| Clock buffer | 6 | 72.6 | 3.98 |
==> through the flow <==
| stage | total power, W | cells | util, % |
|---|---|---|---|
| after global routing | 0.000790 | 268 | 26.4 |
| after floorplan | 0.000444 | 154 | - |
| after CTS | 0.000768 | 268 | 26.4 |
| after detailed placement | 0.000455 | 260 | 25.2 |
| after global placement | 0.000456 | 260 | 25.2 |
| final | 0.000757 | 268 | 26.4 |
==> flip-flops by register name (all words and copies together), names as in the netlist <==
register   flops
counter       18
state          1
reset_col      2
col            4
key            4
==> worst max-delay path, cell delays in order, from the launching register on <==
cell and delay (ps):
edfxtp_1 460, inv_1 160, ha_1 340, inv_1 140, a211oi_1 640
==> power by group through the flow <==
| stage | Sequential, W | Clock (W) | Combinational, W |
|---|---|---|---|
| 4_1_cts | 0.000418 | 0.000321 | 0.0000288 |
| 6_report | 0.000418 | 0.000311 | 0.0000289 |
| 5_1_grt | 0.000417 | 0.000339 | 0.0000327 |
==> layer usage <==
| layer | wire [µm] | share of wire (%) | vias to the layer above | GRT usage (%) |
|---|---|---|---|---|
| met1 | 1370 | 50 | 518 | 6.90 |
| met4 | 66 | 2.4 | 0 | 0.980 |
| met2 | 1140 | 42 | 25 | 7.56 |
| li1 | - | - | 580 | - |
| met5 | 0 | 0 | - | 0 |
| met3 | 140 | 5.1 | 6 | 1.61 |
==> worst max path at each step <==
stage	startpoint	slack (ps)	endpoint
after CTS	reset_col[0]$_DFFE_PN_	800	key[1]$_DFFE_PP_
after global routing	row[1]	620	key[2]$_DFFE_PP_
final	reset_col[0]$_DFFE_PN_	790	key[2]$_DFFE_PP_
==> kinds of logic after synthesis <==
group                      Yosys count
and+or+nand+nor                     64
DFF                                 29
AOI/OAI and AO/OA                   19
xor gates and xnor gates            19
buffers and inverters               14
adders and majority gates            9
No activity file was given, so power comes from the tool's default toggle rates.
